## run.sh

```bash
#!/bin/bash
# OpenROAD 26Q1-2900-gdf79404cd8, Yosys 0.63+post, stock flow scripts
make -C /OpenROAD-flow-scripts/flow DESIGN_CONFIG=/design/flow/config.mk WORK_HOME=/design/flow/orfs finish
```

## config.mk

```make
export PLATFORM = sky130hd
export DESIGN_NAME = BlinkingStuff
export DESIGN_NICKNAME = BlinkingStuff
export VERILOG_FILES = /design/flow/design.v
export SDC_FILE = /design/flow/constraint.sdc
export NUM_CORES = 4
export LEC_CHECK = 1
export CORE_UTILIZATION = 40
```

## constraint.sdc

```tcl
current_design BlinkingStuff

set clk_period 3.5
set clk_io_pct 0.2

create_clock -name clk0 -period $clk_period [get_ports {clk12MHz}]
create_clock -name clk1 -period $clk_period [get_ports {key1}]

set non_clock_inputs [all_inputs -no_clocks]
set_input_delay [expr $clk_period * $clk_io_pct] -clock clk0 $non_clock_inputs
set_output_delay [expr $clk_period * $clk_io_pct] -clock clk0 [all_outputs]
```

## design.v

```verilog
module BlinkingStuff(input clk12MHz,
  input key1,
  output reg[3:0] column_leds,
  output reg[7:0] line_leds);
reg [31:0] delay = 32'b0 ^ 24'b101101110001101100000000;
reg [31:0] counter = 32'b0;
       reg [1:0] column_counter = 2'b0;
always @ (posedge clk12MHz) begin
              counter <= counter + 1; 
        case (counter[24:0])
            24'b101101110001101100000000: begin
              counter <= 32'b0;
              line_leds <= line_leds + 1;
          end
        endcase
        end
        always @ (negedge key1) begin
          column_counter <= column_counter + 1;
          case (column_counter[1:0])
            2'b00: column_leds <= 4'b1110;
            2'b01: column_leds <= 4'b1101;
            2'b10: column_leds <= 4'b1011;
            2'b11: column_leds <= 4'b0111;
          endcase
        end
        endmodule
```

==> summary.txt <==
fresh numbers from the pnr run: final slew viol count=0, synth unique cells=27, RD Place Congestion=0.861, Tool Warnings=36, number of enable flip-flop cells=8, Final Util=50.7%, min-delay worst type=register to register, CP Launch Point=column_leds[1], CP delay by family, top=flip-flops, Worst path max stage delay=0.28 ns, R2R depth=3, Area after DPL=1860 um2, Rows=23, crit path DAT=2.55 ns, Setup Viol. Count Final=0, RSZ-0062 raised after global routing=false, LEAKAGE=0.873 nW, drt pass-1 iters=4, synth warn=1, Reg area=863 um2, peak supply drop=0.318 mV, CP Depth=1, Avg Inst Size Synth=10.2 um2, grt ovf=0, final setup TNS=0 ns, sequential share of power=49.4%, fillers=341, power per cell area=456 nW/um2, startpoint types=register, final worst slack=0.249 ns, cell total in the yosys stat output=165, cell count after synthesis=165, Pwr Total=925 uW, Port Buf Inserts=12, most frequent cells after synthesis=31 x dfxtp_1, 16 x nand3_1, 13 x inv_1, 13 x nor2_1, 12 x xnor2_1, crit path max-delay cell type=dfxtp_1, IO Count=14, clk sinks=39, synthesized flop and latch total=39, initial antenna violation count=0, CP Class=register to output pin, vias in the first global route=1,153, Cell Count, Final, Fillers Out=242, Internal=751 uW, combinational power share=0%, First DRT Iteration DRCs=33, clock network fraction of total power=50.6%, Critical R2R Launch=counter[13], Die Span X=66.7 um, first-pass GRT wire length=5040 um, DIE AREA=4450 um2, Final HPWL DP=2010 um, top cells, area=dfxtp_1 37%, edfxtp_1 14%, xnor2_1 6.3%, xor2_1 5.8%, ha_1 5.2%, DR vias/cell=5.12, P_sw=175 uW, Setup Slack @ Placement=0.301 ns, WL/cell=12.2 um, final hold slack=0.450 ns, Final Hold Viols=0, CTS tree=built, outcome=finished, final reports clean, core region area=4000 um2, R2R Setup Slk=1.09 ns, Die Y=66.7 um, Post-synth seq share=51.4%, dominant cell by count in the synthesized netlist=dfxtp_1, Total Routing Usage GR=15.1%, Slew @ Worst Pin=0.882 ns, Main synth FF type=dfxtp_1, Critical Path Fanout Max=1, WP buf/inv=1, Synth top area share=37.0%, Starting Density=41.9%, Yosys top cell by area=dfxtp_1, required time worst endpoint=2.80 ns, routed wire length=2940 um, cell total after placement=226, final antenna-violating net count=0, Synth Cell Area=1680 um2, yosys stat chip area=1680 um2, Worst slew margin=40.4%, critical path endpoint=column_leds[1], post-route DRC violation count=0, crit-path cells=dlygate4sd2_1, Worst setup EP type=output pin, Worst Skew=0.00966 ns, Logic cell area=758 um2, Max-Cap Viols=0, pin count of the biggest net entering global routing=18, post-route cell area=2030 um2, asr flop ratio synth=0%, Via Count=1,239, n_diodes=0, Area Overhead vs Synth=21.1%, share of layout cells above drive strength 1=7.29%, CTS clk-pin slew, worst paths=0.04 ns, worst r2r dst=line_leds[0], Sw Ratio=18.9%
area by class of cell:
type	instances	share of cell area (%)
flip-flops and latches	39	42.5
multi-input cells	111	37.4
repair buffers	13	6.41
clock buffers	9	5.61
well taps	50	3.08
clock inverters	8	2.77
inverters	12	2.22
power by group through the flow:
stage	logic, mW	registers, mW	clock network, mW
final	0.000000422	0.457	0.468
after CTS	0.000000385	0.457	0.481
after global routing	0.000000422	0.457	0.509
placed cells by master, fill, tap and decap left out, types with 2 or more instances in the layout:
cell,netlist,final
ha_1,7,7
nand4_1,5,5
o31ai_1,2,2
or4_1,4,4
nor3_1,4,4
dfxtp_2,0,2
dlygate4sd2_1,0,2
nor4b_1,3,3
xnor2_1,12,12
dfxtp_1,31,29
inv_1,13,18
nor4_1,4,4
nor2_1,13,13
edfxtp_1,8,8
nor3b_1,2,2
nand3_1,16,16
nand2_1,10,10
clkbuf_8,0,8
and4_1,3,3
dlymetal6s2s_1,0,2
clkdlybuf4s50_1,0,8
and3_1,6,6
a21oi_1,2,2
xor2_1,11,11
how the worst min path moves through the flow:
| stage | from | to | slack [ns] | cells past startpoint |
|---|---|---|---|---|
| after CTS | column_counter[0] | column_counter[0] | 0.46 | 1 |
| after global routing | column_counter[0] | column_counter[0] | 0.49 | 1 |
| final | column_counter[0] | column_counter[0] | 0.45 | 1 |
sequential cells by signal (all words and copies together) (netlist names):
register and count:
line_leds 8, column_leds 4, counter 25, column_counter 2
timing repair:
action | CTS | global route
resized | 2 | 4
buffers inserted | 0 | 0
hold buffers | 0 | 0
endpoints found under the setup margin | 2 | 2
cell families (layout without fill, tap and decap cells):
logic type,Yosys count,in the layout,share of synthesized area [%]
AND/OR/NAND/NOR,72,72,23.9
flip-flops,39,39,51.4
XOR/XNOR,23,23,12.0
buffers and inverters,15,42,3.36
adder cells (fa/ha/maj),7,7,5.23
AND-OR/OR-AND,7,7,2.84
multiplexers,2,2,1.27
per-layer routing:
| layer | global-route usage (%) | part of all wire, % | vias up |
|---|---|---|---|
| li1 | - | - | 628 |
| met1 | 21.2 | 50 | 570 |
| met2 | 23.0 | 44 | 36 |
| met3 | 5.56 | 5.1 | 5 |
| met4 | 2.66 | 1.2 | 0 |
| met5 | 0 | 0 | - |
Power and IR drop assume default switching activity.
