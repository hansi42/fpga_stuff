`flow/config.mk`:
```
export PLATFORM = sky130hd
export DESIGN_NAME = spi_msg
export DESIGN_NICKNAME = spi_msg
export VERILOG_FILES = /design/flow/design.v
export SDC_FILE = /design/flow/constraint.sdc
export NUM_CORES = 4
export LEC_CHECK = 1
export CORE_UTILIZATION = 30
```
`flow/constraint.sdc`:
```
current_design spi_msg

set clk_period 6.7
set clk_io_pct 0.2

create_clock -name clk0 -period $clk_period [get_ports {clk12MHz}]

set non_clock_inputs [all_inputs -no_clocks]
set_input_delay [expr $clk_period * $clk_io_pct] -clock clk0 $non_clock_inputs
set_output_delay [expr $clk_period * $clk_io_pct] -clock clk0 [all_outputs]
```
`flow/design.v`:
```
module spi_msg(input clk12MHz,
  input sdi,
  input go,
  output reg sck,
  output reg sdo,
  output reg csb,
  output reg [15:0] recv_message,
  output [3:0] debug_states);
reg [32:0] sck_counter = 32'h00000000;
reg [3:0] states = 4'b1000;
reg [3:0] msg_bit_counter = 4'h0;
reg [3:0] recv_msg_bit_counter = 4'h0;
reg [6:0] reg_address = 7'b1010000;  
integer csb_counter = 0;
assign debug_states = states;
always @ (posedge clk12MHz) begin
  sck_counter <=  sck_counter + 1;
  sck <= sck_counter[1];
  case (sck)
    1'b1: begin
      case(states)
      4'b0000: begin
        csb <= 0;
        states <= 4'b0001;
        csb_counter <= 0;
      end
      4'b0010: begin
        states <= 4'b0011;
      end
      4'b0100: begin
        msg_bit_counter <= msg_bit_counter + 1;
        states <= 4'b0011;
      end
      4'b0101: begin
        msg_bit_counter <= 4'h0;
        recv_message[15 - recv_msg_bit_counter] <= sdi;
        if(recv_msg_bit_counter == 15) begin
          states <= 4'b0111;
        end
        else begin
          states <= 4'b0110;
        end
      end
      4'b1000: begin
        csb <= 1;
        csb_counter <= csb_counter + 1;
        if (csb_counter == 3) begin
        states <= 4'b0000;
        end
        else begin
          states <= 4'b1011;
        end
      end
      4'b1001: begin
        states <= 4'b1010;
      end
    endcase
    end
    1'b0: begin
      case(states)
      4'b0001: begin
        sdo <= 1;  
        states <= 4'b0010;
      end
      4'b0011: begin
        sdo <= reg_address[6 - msg_bit_counter];
        if(msg_bit_counter == 6) begin
          states <= 4'b1001;
        end
        else begin
          states <= 4'b0100;
        end
      end
      4'b0110: begin
        recv_msg_bit_counter <= recv_msg_bit_counter + 1;
        states <= 4'b0101;
      end
      4'b0111: begin
        csb <= 1;
        recv_msg_bit_counter <= 0;
      end
      4'b1010: begin
       states <= 4'b0101;
      end
      4'b1011: begin
        states <= 4'b1000;
      end
    endcase
    end
  endcase
end
endmodule
```
`flow/run.sh`:
```
#!/bin/bash
# OpenROAD 26Q1-2900-gdf79404cd8, Yosys 0.63+post, stock flow scripts
make -C /OpenROAD-flow-scripts/flow DESIGN_CONFIG=/design/flow/config.mk WORK_HOME=/design/flow/orfs finish
```
==> out/qor.yml <==
status: "finished, final reports clean"
hold_ws_ns: 0.362
first_pass_iters: 4
cts_tree: "done"
numSynthFlops: 65
crit_slowest_cell: "edfxtp_1"
yosysTopAreaCell: "edfxtp_1"
fin_ws_ns: 3.77
rows: 39
grt_remaining_overflow: 0
ir_worst_vdd_v: 0.0000896
powerDensity_nw_per_um2: 193
critPathKind: "reg -> out"
logic_area_um2: 1640
grt.total_usage_pct: 12.3
crit_path_max_incr_delay_ns: 0.70
grt_max_degree: 34
maxCapViolations: 0
most_common_cell: "edfxtp_1"
worst-path-stages: 1
viasPerCell: 5.30
cts_max_path_buffers: 2
antenna-diode-count: 0
first_global_vias: 2583
ff2ff_setup_slack_ns: 4.22
synthArstFlopShare_pct: 0
r2r_end: "csb_counter[28]"
crit_fanout: 18
root_buffer: "clkbuf_16"
power.leakage_nw: 1.51
synth_area_um2: 3660
synth.top_cell.area_share_pct: 50.8
cts-resized-gates: 0
worstSetupStartpoint: "states[2]"
yosys_area_um2: 3660
grt_pass1_wl_um: 12200
relSlewSlack_pct: 51.1
dieArea_um2: 12700
postCtsHoldBufs: 0
hold_class: "reg -> reg"
io_pins: 26
clock_sink_count: 65
antenna_found_initial: 0
worst_r2r_startpoint: "csb_counter[0]"
synthTopCellsByArea: "edfxtp_1 51%, nor2_1 3.5%, o21ai_0 3.4%, a21oi_1 2.7%, mux2_2 2.5%"
path_cells: "clkdlybuf4s50_1"
setup_violations: 0
synth_cell_type_count: 52
max_freq_mhz: 341
ys_top_cells_by_count: "62 x edfxtp_1, 34 x nor2_1, 25 x o21ai_0"
ys_seq_share_pct: 52.5
synth_cells: 347
finalSetupTns_ns: 0
dr_total_vias: 2754
fillerInstances: 1110
antenna_left: 0
crit_required_ns: 5.36
post_cts_buffers: 0
crit_path_end: "debug_states[2]"
yosys_warnings: 1
final_max_slew_viol_count: 0
worstRegToRegCells: 5
period_needed_ns: 2.93
hold_viol: 0
cp_num_buf_inv: 1
syn_avg_cell_area_um2: 10.6
yosys_most_used_dff: "edfxtp_1"
drcViolationCount: 0
worstPathArrival_ns: 1.59
clock_latency_ns: 0.32
htreeDepth: 3
edf_count: 62
register_area_um2: 1920
post-place-ws_ns: 4.04
warning_count: 29
drtIter0Drc: 141
port_buffers: 24
cts_buffers: 9
drt-wirelength-per-cell_um: 13.7
core_area_um2: 11700
fin_crit_sh_pct: 43.8
place_hpwl_um: 4840
syn_to_final_growth_pct: 18.0
final_layout_size_suffix_gt1_share_pct: 9.28
cpLargestDelayFamily: "flip-flops"
fp.dieW_um: 113
drt_wl_total_um: 7120
finClkSkew_ns: 0.00655
finalWeightedCongestion: 0.840
rsz0062_at_grt: "false"
endpoint_kind: "primary output"
worstMarginPinSlew_ns: 0.727
cp-start-kind: "flop"
ys_cells: 347
die_h_um: 113
clkTransAtPathRegs_ns: 0.05
fp_util_pct: 31.4
[registers in the layout, indices dropped and copies added, names as in the netlist]
| name | flops |
|---|---|
| sck_counter | 2 |
| msg_bit_counter | 4 |
| csb_counter | 32 |
| recv_message | 16 |
| sck | 1 |
| recv_msg_bit_counter | 4 |
| sdo | 1 |
| csb | 1 |
| states | 4 |
[per-stage QoR]
stage | instances | total power [mW] | utilization [%] | instance area [um2]
5_1_grt | 520 | 0.864 | 37.1 | 4320
4_1_cts | 520 | 0.850 | 37.1 | 4320
6_report | 520 | 0.835 | 37.1 | 4320
3_5_place_dp | 505 | 0.448 | 34.9 | 4070
3_3_place_gp | 505 | 0.448 | 34.9 | 4070
2_1_floorplan | 347 | 0.447 | - | 3660
[power by group]
group          switching [mW]  internal [mW]
Sequential                  0          0.439
Combinational        0.000882       0.000759
Clock                   0.151          0.243
Total                   0.152          0.683
[kinds of logic (layout without fill, tap and decap cells)]
group / after synthesis / count (layout) / synth area share, %
adder cells (fa/ha/maj): 7 / 7 / 2.39
flip-flops: 65 / 65 / 52.5
AND/OR/NAND/NOR: 149 / 149 / 23.1
multiplexers: 9 / 9 / 2.73
XOR/XNOR: 16 / 16 / 3.83
AND-OR/OR-AND: 73 / 73 / 12.5
buffers and inverters: 28 / 58 / 2.97
[layer usage]
metal	up-vias	GRT usage [%]	part of all wire (%)
li1	1400	-	-
met1	1268	18.0	48
met2	81	19.3	45
met3	5	3.63	6.8
met4	0	1.33	0.91
met5	-	0	0
[how the worst min path moves through the flow]
stage | cells past startpoint | to | start
4_1_cts | 0 | sck | sck_counter[1]
5_1_grt | 0 | sck | sck_counter[1]
6_report | 0 | sck | sck_counter[1]
[placed cells by master, fill, tap and decap left out, types with 3 or more instances in the layout]
cell type / count
a21oi_1: 20
a221oi_1: 3
a41o_1: 3
and3_1: 8
and4_1: 3
buf_4: 4
clkbuf_16: 9
clkdlybuf4s50_1: 24
clkinv_2: 4
dfxtp_1: 3
edfxtp_1: 62
ha_1: 7
inv_1: 15
mux2_2: 8
nand2_1: 19
nand2b_1: 6
nand3_1: 14
nand4_1: 12
nand4b_1: 3
nor2_1: 34
nor2b_1: 6
nor4_1: 11
nor4b_1: 3
o21ai_0: 25
o31ai_1: 6
o41ai_1: 3
or3_1: 6
or4_1: 7
xnor2_1: 8
xor2_1: 8
[final cells by class]
cell class / count / area share [%]
Clock buffer: 10 / 5.30
Clock inverter: 5 / 0.550
Inverter: 15 / 1.30
Multi-Input combinational cell: 254 / 38.0
Sequential cell: 65 / 44.5
Tap cell: 143 / 4.14
Timing Repair Buffer: 28 / 6.25
Power figures rest on the tool's default switching activity, not on a simulated workload.
